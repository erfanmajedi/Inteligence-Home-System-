==> flow/design.v <==
`timescale 1 ns/1 ns
module CoolHeatSystem (
	input        arst      ,  
	input        clk       ,  
	input  [7:0] speed     ,  
	input  [7:0] chs_conf  ,  
	output [3:0] chs_power ,  
	output       chs_mode  ,  
	output       pwm_data     
);
	FanSpeed pwm_generator(.arst(arst), .clk(clk), .speed(speed), .pwm_data(pwm_data));
	ModePower power_controller(.chs_conf(chs_conf), .chs_power(chs_power), .chs_mode(chs_mode));
endmodule
`timescale 1 ns/1 ns
module FanSpeed (
	input        arst     ,  
	input        clk      ,  
	input  [7:0] speed    ,  
	output       pwm_data    
);
	reg pulse = 0;
	reg [7:0] timer_counter = 0;  
	assign pwm_data = pulse;
	always @(posedge clk or posedge arst) begin
		if(arst) begin
			pulse = 0;
			timer_counter = 0;
		end
		else begin
			if(timer_counter > speed) begin
				pulse = 0;
			end
			else begin
				if(speed == 0) begin
					pulse = 0;
				end
				else begin
					pulse = 1;
				end
			end
			timer_counter = timer_counter + 1;
		end
	end
endmodule
`timescale 1 ns/1 ns
module ModePower(
	input  [7:0] chs_conf  ,  
	output [3:0] chs_power ,  
	output       chs_mode     
);
	reg Mode = 0;
	reg [3:0]Power = 0;
	assign chs_mode = Mode;
	assign chs_power = Power;
	integer i;
	always @(chs_conf) begin
		Mode = 0;
		Power = 0;
		for (i = 0; i<8; i=i+1) begin
			if(chs_conf[i] == 1) begin
				Mode = ~Mode;
				Power = Power + 1;
			end
		end
	end
endmodule
==> flow/run.sh <==
#!/bin/bash
# OpenROAD 26Q1-2900-gdf79404cd8, Yosys 0.63+post, stock flow scripts
make -C /OpenROAD-flow-scripts/flow DESIGN_CONFIG=/design/flow/config.mk WORK_HOME=/design/flow/orfs finish
==> flow/config.mk <==
export PLATFORM = sky130hd
export DESIGN_NAME = CoolHeatSystem
export DESIGN_NICKNAME = CoolHeatSystem
export VERILOG_FILES = /design/flow/design.v
export SDC_FILE = /design/flow/constraint.sdc
export NUM_CORES = 4
export LEC_CHECK = 1
export CORE_AREA = 10 10 79 79
export DIE_AREA = 0 0 89 89
==> flow/constraint.sdc <==
current_design CoolHeatSystem

set clk_period 3.0
set clk_io_pct 0.2

create_clock -name clk0 -period $clk_period [get_ports {clk}]

set non_clock_inputs [all_inputs -no_clocks]
set_input_delay [expr $clk_period * $clk_io_pct] -clock clk0 $non_clock_inputs
set_output_delay [expr $clk_period * $clk_io_pct] -clock clk0 [all_outputs]
==> results.cfg <==
; synthesis and place-and-route metrics
[run_status]
outcome = finished, violations left
violations = negative setup slack

[clock_network]
clk_pin_slew_ps = 50
cts_hold_buf = 0
clock.latency.late_pin_ps = 230
cts_tree = built
cts.htree.levels = 1
clock_path_buffers = 2
cts_root_buf = clkbuf_8
cts_buffers = 3
clock-sinks = 9

[yosys]
syn-cell-area_sq_mm = 0.00119
syn_avg_cell_area_sq_um = 8.56
synth.distinct_cells = 45
edf_count = 0
ys_area_sq_mm = 0.00119
ys_seq_elements = 9
ys_seq_share = 0.189
yosysWarnings = 2
async_flop_share = 1.00
flop_cell = dfrtp_1
ys_cells = 139
syn-instance-count = 139

[setup_path]
cp_slowest_stage_delay_ps = 290
crit_chain = buf_12 > inv_8 > ha_4 > xor2_4 > xnor2_2 > ha_1 > nor2b_2 > a211o_1 > and3_4 > o21ai_2 > and2_4 > ha_4 > and2_4 > a31o_4 > ha_4 > mux2_4 > buf_6
cp-start-kind = input port
worstSetupEndpointType = primary output
path_max_fanout = 3
r2r_slack_ps = 1370
arrival_ps = 3500
timing.rr.end = pwm_generator.pulse
cp.required_ps = 2400
slowest_stage = ha_1
path_common_cell = ha_4
cpLargestDelayFamily = adder cells
worst-path-buf-inv = 3
critPathKind = input port to primary output
ff2ff_path_depth = 8
r2r-start = pwm_generator.timer_counter[1]

[placement]
place_hpwl_microns = 2250
placed_cell_area_sq_mm = 0.00171
place_inst = 239
gp_congestion = 0.854
port-buffer-count = 23

[timing]
worstMarginPinSlew_ps = 424
slew_violations = 0
skew_ps = 5.97
setup_viol = 5
period_minus_slack_ps = 4100
rsz0062_at_grt = yes
relSlewSlack = 0.713
hold_violations = 0
period_used_share = 1.37
fmax_mhz = 244
finalWorstSetupSlack_ps = -1100

[cells_and_area]
fin_util = 0.415
syn_to_final_growth_pct = 62.5
drive_gt1_frac = 0.352
lay_top_count = buf_4
final_cell_mix = 32 x buf_4, 17 x clkdlybuf4s50_1, 12 x inv_1
design_area_sq_mm = 0.00193
instances_no_fill = 247

[die]
row_count = 25
fp_util = 0.255
die_area_sq_mm = 0.00792
core_area_sq_mm = 0.00466
fp.dieH_microns = 89
die_w_microns = 89
ios = 24

[hold_path]
hold_path_class = flip-flop to flip-flop
hold_end = pwm_generator.timer_counter[7]
hold_path_startpoint = pwm_generator.timer_counter[7]
min_path_cells = 1

[drt]
diodes = 0
drtIter0Drc = 40
vias_per_cell = 4.55
avgRoutedWirePerCell_microns = 10.9
num_vias = 1124
wl_microns = 2690
detail-route-antenna-nets = 0
firstDrtPassIters = 4
remaining_drc_errors = 0

[grt]
grt.total_usage = 0.0727
grt_overflow_total = 0
grt_pass1_wl_microns = 4840
antenna_found_initial = 0
grt_pass1_vias = 1116
grt_max_degree = 12

[pwr]
pwr_density_cell_mw_per_mm2 = 347
p_leak_uw = 0.000888
vdd_drop_max_mv = 0.158

[run]
drv_cap = 0
warnings = 31
flip-flops by register name (all words and copies together) (netlist names):
signal	cells
pwm_generator.timer_counter	8
pwm_generator.pulse	1
cell families (layout without fill, tap and decap cells):
logic type,after synthesis,count (layout),share of synthesized area
simple gates,45,45,0.210
compound gates,26,26,0.147
xor+xnor,20,20,0.172
buf+inv,19,73,0.0757
fa+ha+maj,17,17,0.179
flops,9,9,0.189
mux,3,3,0.0263
area by class of cell:
cell class,count,area (sq um)
Clock buffer,4,45.0
Sequential cell,9,225
Fill cell,450,2730
Timing Repair Buffer,55,477
Tap cell,54,67.6
Inverter,14,72.6
Multi-Input combinational cell,111,1050
cell usage after synthesis, drive strengths merged, types with 3 or more instances:
library cell / count / area, sq um
nand2b: 3 / 18.8
nand2: 11 / 41.3
ha: 17 / 213
o21ai: 6 / 30.0
a21oi: 5 / 25.0
nor2: 4 / 15.0
nor2b: 5 / 31.3
xor2: 9 / 86.3
nand3: 6 / 30.0
dfrtp: 9 / 225
buf: 4 / 33.8
inv: 14 / 52.6
xnor2: 11 / 119
power breakdown:
group | switching, uW | internal (uW) | total [uW]
registers | 0.145 | 123 | 123
clock network | 44.3 | 92.3 | 137
logic | 157 | 255 | 412
worst max-delay path by stage:
stage / start / endpoint / cells past startpoint
after CTS: chs_conf[0] / chs_power[3] / 20
after global routing: chs_conf[0] / chs_power[3] / 19
final: chs_conf[1] / chs_power[1] / 17
stage by stage:
stage | TNS [ps] | power (uW) | worst slack (ps) | hold slack, ps
finish | -3750 | 671 | -1100 | 475
floorplan | -2940 | 300 | -1060 | 428
CTS | -4200 | 653 | -1170 | 481
detailed placement | -7950 | 469 | -2100 | 473
global route | -4500 | 731 | -1260 | 521
global placement | -7800 | 469 | -2070 | 467
timing repair:
action                                  4_1_cts  5_1_grt
pin swaps                                    15        7
setup buffers                                 4        1
endpoints found under the setup margin        5        5
gates resized                                39       14
layer usage:
metal,vias to the layer above,GRT usage,part of all wire
li1,592,-,-
met1,504,0.104,0.50
met2,28,0.112,0.41
met3,0,0.0220,0.093
met4,0,0.00145,0
met5,-,0,0
worst register-to-register path: cells and delay by family, from the launching register on:
family	cells	cell delay [ps]
simple gates	2	200
fa+ha+maj	1	300
flops	1	400
compound gates	5	650
Power figures rest on the tool's default switching activity, not on a simulated workload.
