### ./config.mk
export PLATFORM = sky130hd
export DESIGN_NAME = LightDance
export DESIGN_NICKNAME = LightDance
export VERILOG_FILES = /design/flow/design.v
export SDC_FILE = /design/flow/constraint.sdc
export NUM_CORES = 4
export LEC_CHECK = 1
export CORE_AREA = 10 10 70 70
export DIE_AREA = 0 0 80 80
### ./constraint.sdc
current_design LightDance

set clk_period 1.0
set clk_io_pct 0.2

create_clock -name clk0 -period $clk_period [get_ports {clk}]

set non_clock_inputs [all_inputs -no_clocks]
set_input_delay [expr $clk_period * $clk_io_pct] -clock clk0 $non_clock_inputs
set_output_delay [expr $clk_period * $clk_io_pct] -clock clk0 [all_outputs]
### ./run.sh
#!/bin/bash
# OpenROAD 26Q1-2900-gdf79404cd8, Yosys 0.63+post, stock flow scripts
make -C /OpenROAD-flow-scripts/flow DESIGN_CONFIG=/design/flow/config.mk WORK_HOME=/design/flow/orfs finish
### ./design.v
`timescale 1 ns/1 ns
module DFlop (
	input  arst  ,  
	input  clk   ,  
	input  din   ,  
	input  load  ,  
	output dout     
);
	reg DATA = 0;
	assign dout = DATA ? 1 : 0;
	always @(posedge clk or posedge arst) begin
		if(arst) begin
			DATA = 0;
		end
		else begin
			DATA = load == 1 ? din : DATA;
		end
	end
endmodule
`timescale 1 ns/1 ns
module LightDance (
	input        arst  ,  
	input        clk   ,  
	input        din   ,  
	input        load  ,  
	input  [7:0] pdata ,  
	output [7:0] qdata    
);
	wire [7:0] DATA;
	assign qdata = DATA;
	wire [7:0] FlipFlopInputs;
	Mux2x1 DataSelector(.A({ din^DATA[0], DATA[7], DATA[6]^DATA[0], DATA[5]^DATA[0], DATA[4], DATA[3], DATA[2]^DATA[0], DATA[1]^DATA[0] }), .B(pdata), .sel(load), .Out(FlipFlopInputs));
	DFlop D7(.arst(arst), .clk(clk), .din(FlipFlopInputs[7]), .load(1), .dout(DATA[7]));
	DFlop D6(.arst(arst), .clk(clk), .din(FlipFlopInputs[6]), .load(1), .dout(DATA[6]));
	DFlop D5(.arst(arst), .clk(clk), .din(FlipFlopInputs[5]), .load(1), .dout(DATA[5]));
	DFlop D4(.arst(arst), .clk(clk), .din(FlipFlopInputs[4]), .load(1), .dout(DATA[4]));
	DFlop D3(.arst(arst), .clk(clk), .din(FlipFlopInputs[3]), .load(1), .dout(DATA[3]));
	DFlop D2(.arst(arst), .clk(clk), .din(FlipFlopInputs[2]), .load(1), .dout(DATA[2]));
	DFlop D1(.arst(arst), .clk(clk), .din(FlipFlopInputs[1]), .load(1), .dout(DATA[1]));
	DFlop D0(.arst(arst), .clk(clk), .din(FlipFlopInputs[0]), .load(1), .dout(DATA[0]));
endmodule
`timescale 1 ns/1 ns
module Mux2x1 (
    input [7:0]A,
    input [7:0]B,
    input sel,
    output [7:0]Out
);
    assign Out = sel ? B : A;
endmodule
==> impl_metrics.tcl <==
# place-and-route summary
set metrics [dict create \
    status "complete, no violations" \
    wl_met2_um 466 \
    fp.dieW_um 80 \
    cts_buffers 3 \
    top_area_share_pct 49.5 \
    power_leakage_nw 0.264 \
    fillers 397 \
    post-route-period-util_pct 99.2 \
    synthDistinctLibCells 8 \
    lay_top_count "clkdlybuf4s50_1" \
    die_h_um 80 \
    p_per_area_nw_per_um2 1500 \
    cts_tree "built" \
    pre_cts_ws_ns -0.265 \
    final_area_um2 608 \
    fp_util_pct 11.8 \
    post-cts-setup-buffers 0 \
    cp-end-kind "flop" \
    grt_pass1_vias 318 \
    gp_congestion 0.713 \
    layout.cells.non_filler 102 \
    drt_pass1_iterations 2 \
    critPathArrivalTime_ns 1.12 \
    start_kind "primary input" \
    lay_top_cells "clkdlybuf4s50_1, dfrtp_1, buf_2" \
    worst_slack_ns 0.00757 \
    numSynthFlops 8 \
    ys_warn_count 9 \
    hold_violations 0 \
    maxCapViolCount 0 \
    via_count 298 \
    grt_pass1_wl_um 1560 \
    wl_met3_um 105 \
    ir_drop_mv 0.350 \
    row_count 21 \
    crit_buf_inv 1 \
    syn_inst 37 \
    drv_slew 0 \
    cp_top_family "buffers and inverters" \
    grt_max_degree 9 \
    port_buffers 19 \
    ys_seq_share_pct 49.5 \
    drt_iter0_markers 2 \
    worst_ep_required_time_ns 1.13 \
    avgViaCountPerCell 2.92 \
    worstMarginPinSlew_ns 0.289 \
    dp.cells 99 \
    ioPinCount 20 \
    critPathKind "in -> reg" \
    clock_path_buffers 2 \
    antenna_left 0 \
    cp_slowest_cell "clkdlybuf4s50_1" \
    warnings 26 \
    syn_avg_cell_area_um2 10.9 \
    syn_to_final_growth_pct 50.5 \
    clock_latency_ns 0.25 \
    top_layer_used "met4" \
    clk_pin_slew_ns 0.05 \
    post-route-drc-count 0 \
    hpwl_um 871 \
    fin_crit_ns 0.992 \
    placed_cell_area_um2 626 \
    slew_headroom_pct 80.7 \
    ys_cells 37 \
    overflow 0 \
    antenna_cells 0 \
    top_area_cell "dfrtp_1" \
    met1_length_um 410 \
    setup_viol 0 \
    netlist_area_um2 404 \
    grtUsageTotal_pct 3.28 \
    clock_sinks 8 \
    ys_chip_area_um2 404 \
    rsz0062_at_grt "yes" \
    die_area_um2 6400 \
    cpPeakStageDelay_ns 0.57 \
    hold_path.class "in -> async" \
    final.setup_skew_ns 0.00599 \
    cts_root_buf "clkbuf_4" \
    routed_wl_um 994 \
    core-area_um2 3420 \
    topCellsByArea "dfrtp_1, buf_4, xnor2_1" \
    wl_per_cell_um 9.75 \
    cts.htree.levels 1 \
    crit_fanout 5 \
    path_cells "clkdlybuf4s50_1 > mux2_2" \
    antenna_found_initial 0 \
    max_freq_ghz 1.01 \
    drive_gt1_share_pct 37.5 \
]
==> state kept, by name (all words and copies together) (netlist names) <==
signal / flops
D6.DATA: 1
D3.DATA: 1
D4.DATA: 1
D0.DATA: 1
D1.DATA: 1
D7.DATA: 1
D5.DATA: 1
D2.DATA: 1
==> synthesized netlist by cell type <==
cell type,instances
xnor2_1,5
o21ai_1,5
mux2_2,3
buf_4,9
dfrtp_1,8
nand2_1,5
inv_1,1
buf_6,1
==> power breakdown <==
| group | switching, mW | total (mW) | internal [mW] |
|---|---|---|---|
| clock | 0.101 | 0.238 | 0.137 |
| sequential | 0.0247 | 0.401 | 0.376 |
| combinational | 0.0923 | 0.271 | 0.179 |
| total | 0.218 | 0.909 | 0.691 |
==> per-stage QoR <==
step	hold WS [ns]	total power, mW	util, %	setup TNS (ns)
after floorplan	0.0157	0.595	-	0
after global placement	0.470	0.735	18.3	-1.40
after detailed placement	0.468	0.738	18.3	-1.63
after CTS	0.196	0.933	17.8	0
after global routing	0.197	0.994	17.8	-0.0120
final	0.186	0.909	17.8	0
==> path summary, 6_finish.rpt <==
kind	from	to	slack, ns	depth (start not counted)
worst max-delay path	load	D6.DATA	0.008	2
worst min-delay path	arst	D2.DATA	0.19	2
worst max register to register	D0.DATA	D5.DATA	0.10	3
worst min register to register	D7.DATA	D6.DATA	0.50	1
max in group asynchronous	arst	D4.DATA	0.59	2
min in group clk0	D7.DATA	D6.DATA	0.50	1
==> layout make-up <==
cell class	count	area, µm²	area share, %
Timing Repair Buffer	26	203	33.3
Sequential cell	8	200	32.9
Multi-Input combinational cell	18	121	20.0
Tap cell	46	57.6	9.47
Clock buffer	3	22.5	3.70
Inverter	1	3.75	0.617
==> routing by layer <==
metal | global-route usage [%] | vias to the layer above
li1 | - | 146
met1 | 3.51 | 136
met2 | 5.06 | 14
met3 | 2.61 | 2
met4 | 0.528 | 0
met5 | 0 | -
==> cell families (layout without fill, tap and decap cells) <==
group	Yosys count	in the layout	share of synthesized area, %
flops	8	8	49.5
mux	3	3	8.36
simple gates	5	5	4.64
compound gates	5	5	6.19
xor+xnor	5	5	10.8
buf+inv	11	30	20.4
==> what timing repair did <==
item	4_1_cts	5_1_grt
resized	26	0
pin swaps	0	0
setup endpoints to repair	8	1
hold buffers	0	0
Power figures rest on the tool's default switching activity, not on a simulated workload.
