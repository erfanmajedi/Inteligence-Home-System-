==> /design/flow/run.sh <==
#!/bin/bash
# OpenROAD 26Q1-2900-gdf79404cd8, Yosys 0.63+post, stock flow scripts
make -C /OpenROAD-flow-scripts/flow DESIGN_CONFIG=/design/flow/config.mk WORK_HOME=/design/flow/orfs finish
==> /design/flow/config.mk <==
export PLATFORM = sky130hd
export DESIGN_NAME = TemperatureCalculator
export DESIGN_NICKNAME = TemperatureCalculator
export VERILOG_FILES = /design/flow/design.v
export SDC_FILE = /design/flow/constraint.sdc
export NUM_CORES = 4
export LEC_CHECK = 1
export CORE_UTILIZATION = 40
==> /design/flow/constraint.sdc <==
current_design TemperatureCalculator

set clk_period 34.9
set clk_io_pct 0.2

create_clock -name clk0 -period $clk_period

set non_clock_inputs [all_inputs -no_clocks]
set_input_delay [expr $clk_period * $clk_io_pct] -clock clk0 $non_clock_inputs
set_output_delay [expr $clk_period * $clk_io_pct] -clock clk0 [all_outputs]
==> /design/flow/design.v <==
`timescale 1 ns/1 ns
module AdderSubtractor32x32 (
	input  [31:0] A    ,  
	input  [31:0] B    ,  
	input         sel  ,  
	output [31:0] S       
);
	wire [31:0]Bp;
	assign Bp = sel==0 ? B : ~(B-1);  
	assign S = A+Bp;
endmodule
`timescale 1 ns/1 ns
module Multiplier16x16 (
	input  [15:0] A ,  
	input  [15:0] B ,  
	output [31:0] P    
);
	reg [31:0] tempProduct;
	wire ProductSign;
	wire [15:0]MagA;
	wire [15:0]MagB;
	assign ProductSign = A[15]^B[15];
	assign P = { ProductSign, ProductSign == 0 ? tempProduct[30:0] : ~(tempProduct[30:0] - 1) };
	assign MagA = A[15] == 0 ? { 0, A[6:0] } : (~A) + 1;	 
	assign MagB = B[15] == 0 ? { 0, B[6:0] } : (~B) + 1;
	integer i;  
	always @( A or B ) begin
		tempProduct = 0;  
		for (i = 0; i<15; i=i+1) begin  
			if (MagA[i] == 1'b1) begin  
				tempProduct = tempProduct + ( MagB << i );  
			end
		end
	end
endmodule
`timescale 1 ns/1 ns
module Multiplier8x8 (
	input  [ 7:0] A ,  
	input  [ 7:0] B ,  
	output [15:0] P    
);
	reg [15:0] tempProduct;
	wire ProductSign;
	wire [7:0]MagA;
	wire [7:0]MagB;
	assign ProductSign = A[7]^B[7];  
	assign P = { ProductSign, ProductSign == 0 ? tempProduct[14:0] : ~(tempProduct[14:0] - 1) };  
	assign MagA = A[7] == 0 ? { 0, A[6:0] } : (~A) + 1;	 
	assign MagB = B[7] == 0 ? { 0, B[6:0] } : (~B) + 1;
	integer i;  
	always @( A or B ) begin
		tempProduct = 0;  
		for (i = 0; i<7; i=i+1) begin  
			if (MagA[i] == 1'b1) begin  
				tempProduct = tempProduct + ( MagB << i );  
			end
		end
	end
endmodule
`timescale 1 ns/1 ns 
module TemperatureCalculator (
	input  [31:0] tc_base  ,  
	input  [ 7:0] tc_ref   ,  
	input  [15:0] adc_data ,  
	output [31:0] tempc       
);
	wire [15:0] ref2;
	wire [31:0] multResult;
	wire [31:0] result;
	assign tempc = result;
	Multiplier8x8 refMult(
		.A( tc_ref ),
		.B( tc_ref ),
		.P( ref2 )
	);
	Multiplier16x16 dataMult(
		.A( ref2 ),
		.B( {1'b0, adc_data[14:0]} ),
		.P( multResult )
	);
	AdderSubtractor32x32 resultAdder(
		.A( tc_base ),
		.B( { 0, 0, 0, 0, 0, 0, multResult[31:6] } ),  
		.sel( adc_data[15] ),
		.S( result )
	);
endmodule
==> changes_impl.md <==
### Physical design

- Number of cells in the yosys synthesis report: 592
- Critical Path RT: 27.92 ns
- Post-Synthesis Mean Instance Area: 7.60 µm²
- Tool warnings: 42
- Post-layout worst setup margin: 7.77 ns
- Critical path data arrival time: 20.15 ns
- Die X-Extent: 108 µm
- Count of pins on the block boundary: 88
- Kind of path behind the tightest hold check: in -> out
- Largest incremental delay on the critical path: 0.97 ns
- Total power: 595 µW
- Cell leakage power: 0.00245 µW
- CP max stage cell: sky130_fd_sc_hd__clkdlybuf4s50_1
- Final TNS setup: 0 ns
- Distinct lib cells used: 77
- Number of standard cells after synthesis: 592
- GRT Residual Overflow: 0
- Element type at the critical path start: input port
- FFs & Latches: 0
- Number of antenna violations at the first check in global routing: 0
- Port Buffers: a little under 80
- Tally of filler cells in the layout: between 1,000 and 1,500
- Wire length of the first global-routing pass: roughly 19,000 µm
- Count of max-cap constraint violations: 0
- Number of buffers inserted to repair setup after CTS: 0
- Antenna Nets Post-Route: 0
- Count of antenna diodes in the layout: 0
- RSZ-0062 raised after global routing: false
- Maximum number of pins on one net before global-route repair: 22
- Number of hold-slack violations in the final timing report: 0
- Setup slack after placement: 7.86 ns
- Final critical delay including setup and external delays: 27.13 ns
- Crit. End Element: primary output
- Post-cts hold-fix buffer tally: 0
- Total of warnings raised by yosys: 3
- Die y size: about 110 µm
- Initial core utilization: 0.413
- Pwr Density: 110 mW/mm²
- Share of the cycle needed by the critical path after routing: 0.777
- Final wirelength: approximately 11,000 µm
- Std cell rows: 38
- Sequential fraction of the synthesis area: 0
- IR drop worst, VDD: approximately 0.00012 V
- Routability Congestion: roughly 0.9
- Largest fanout of any net on the critical path: 21
- Achievable clock frequency: 0.0369 GHz
- Number of iterations in the first detailed-routing pass: 4
- Count of clock buffers in the final design: 0
- Most numerous cell on the critical path: sky130_fd_sc_hd__ha_1
- Worst-Margin Slew: 0.789 ns
- Result of the run: finished clean
- Fraction of final layout cells with drive strength greater than 1: 0.0604
- Total area of multi-input combinational cells: roughly 0.0043 mm²
- HPWL reported at the end of detailed placement: 9210 µm
- DRT iter0 DRCs: 213
- Syn-to-layout area delta: 20.3%
- Yosys Chip Area: 0.00450 mm²
- Average detailed-routed wire length per instance: 13.3 µm
- Startpoint-to-endpoint class of the critical path: in -> out
- Total global routing track utilization: 0.193
- Combined area of all synthesized cells: 0.00450 mm²
- Area of the chip: 0.0117 mm²
- Total number of vias: 4,350
- Final tally of setup violations: 0
- Vias in the first global route: around 4,100
- Number of remaining DRC errors: 0
- Max-slew violation count: 0
- Core area: 0.0109 mm²
- CTS-repair resized insts: 0
- Slew HR: 0.467
- Average via count per standard cell: 5.42
- Register area: 0 µm²
[per-layer routing]
metal | vias to the layer above | routed length, µm | GRT usage
met5 | - | 0 | 0
met4 | 0 | 17 | 0.00587
met3 | 4 | 345 | 0.00982
met2 | 66 | 4610 | 0.308
met1 | 1947 | 5660 | 0.302
li1 | 2333 | - | -
[worst paths after layout]
check             startpoint  slack, ns  cells past startpoint         to
setup / recovery   tc_ref[0]       7.77                     48  tempc[24]
hold / removal    tc_base[0]      14.99                      3   tempc[0]
[stage by stage]
stage | util | area (µm²) | hold slack, ns | instances
6_report | 0.497 | 5410 | 14.99 | 802
5_1_grt | 0.497 | 5410 | 15.04 | 802
4_1_cts | 0.497 | 5410 | 14.99 | 802
3_5_place_dp | 0.497 | 5410 | 14.99 | 802
3_3_place_gp | 0.497 | 5410 | 14.99 | 802
2_1_floorplan | - | 4500 | 14.04 | 593
[cells in the mapped netlist, types with 10 or more instances]
cell type                  count  share of area
sky130_fd_sc_hd__a21oi_1      56          0.062
sky130_fd_sc_hd__nand3_1      11          0.012
sky130_fd_sc_hd__o21a_1       12          0.020
sky130_fd_sc_hd__xnor2_1      37          0.072
sky130_fd_sc_hd__a21o_1       27          0.045
sky130_fd_sc_hd__o21bai_1     11          0.018
sky130_fd_sc_hd__nor2_1       39          0.033
sky130_fd_sc_hd__ha_1         78           0.22
sky130_fd_sc_hd__nand2b_1     13          0.018
sky130_fd_sc_hd__and2_1       14          0.019
sky130_fd_sc_hd__o21ai_0      29          0.032
sky130_fd_sc_hd__nand2_1      35          0.029
sky130_fd_sc_hd__inv_1        39          0.033
sky130_fd_sc_hd__xor2_1       21          0.041
sky130_fd_sc_hd__mux2i_1      10          0.022
[cell usage in the layout (no fill, tap or decap), drive strengths merged, types with 3 or more instances in the layout]
cell            n
or3             6
inv            41
o21a           12
xor2           24
nand3          11
nor3b           4
a31oi           4
a21oi          57
xnor2          38
o21ai          34
and2           15
and3            5
mux2           10
clkdlybuf4s50  79
nor3            7
mux2i          10
a211oi          8
or2             6
nand4           6
ha             78
a211o           3
fa              9
o211ai          3
o31ai           5
nor2           39
a21o           27
o21bai         11
nand2b         14
nor4b           3
o311ai          3
nor2b           9
nand2          38
a41oi           7
[final cells by class]
type                       count  area share
inverter                      41      0.0289
multi-input combinational    541       0.791
tap                          140      0.0324
timing repair buffer          80       0.148
[logic make-up after synthesis]
| family | count (synthesis) | share of synthesized area |
|---|---|---|
| buf+inv | 52 | 0.0495 |
| fa+ha+maj | 87 | 0.257 |
| other cells | 1 | 0.000834 |
| compound gates | 198 | 0.307 |
| simple gates | 170 | 0.198 |
| xor+xnor | 64 | 0.140 |
| mux | 20 | 0.0481 |
[power by group]
part | leakage, µW | total, µW | switching, µW | internal, µW
Sequential | 0 | 0 | 0 | 0
Clock | 0 | 0 | 0 | 0
Combinational | 0.00245 | 595 | 278 | 317
Total | 0.00245 | 595 | 278 | 317
[worst max-delay path: cells and delay by family]
family | cells | cell delay (ns)
AND-OR/OR-AND | 19 | 4.60
XOR/XNOR | 5 | 0.91
adder cells (fa/ha/maj) | 8 | 3.11
buffers and inverters | 5 | 2.04
multiplexers | 3 | 0.87
AND/OR/NAND/NOR | 8 | 1.64
No activity file was given, so power comes from the tool's default toggle rates.
